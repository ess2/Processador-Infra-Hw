==> ./design.v <==
module muxPC(output logic [31:0] Out,
			 input logic [31:0] A, B, 
			 input logic IorD);
mux func0(Out[0],A[0],B[0],IorD);
mux func1(Out[1],A[1],B[1],IorD);
mux func2(Out[2],A[2],B[2],IorD);
mux func3(Out[3],A[3],B[3],IorD);
mux func4(Out[4],A[4],B[4],IorD);
mux func5(Out[5],A[5],B[5],IorD);
mux func6(Out[6],A[6],B[6],IorD);
mux func7(Out[7],A[7],B[7],IorD);
mux func8(Out[8],A[8],B[8],IorD);
mux func9(Out[9],A[9],B[9],IorD);
mux func10(Out[10],A[10],B[10],IorD);
mux func11(Out[11],A[11],B[11],IorD);
mux func12(Out[12],A[12],B[12],IorD);
mux func13(Out[13],A[13],B[13],IorD);
mux func14(Out[14],A[14],B[14],IorD);
mux func15(Out[15],A[15],B[15],IorD);
mux func16(Out[16],A[16],B[16],IorD);
mux func17(Out[17],A[17],B[17],IorD);
mux func18(Out[18],A[18],B[18],IorD);
mux func19(Out[19],A[19],B[19],IorD);
mux func20(Out[20],A[20],B[20],IorD);
mux func21(Out[21],A[21],B[21],IorD);
mux func22(Out[22],A[22],B[22],IorD);
mux func23(Out[23],A[23],B[23],IorD);
mux func24(Out[24],A[24],B[24],IorD);
mux func25(Out[25],A[25],B[25],IorD);
mux func26(Out[26],A[26],B[26],IorD);
mux func27(Out[27],A[27],B[27],IorD);
mux func28(Out[28],A[28],B[28],IorD);
mux func29(Out[29],A[29],B[29],IorD);
mux func30(Out[30],A[30],B[30],IorD);
mux func31(Out[31],A[31],B[31],IorD);
endmodule:muxPC
module mux
(output logic Out,
 input logic A, B, IorD);
 not #2 o4(n_IorD,IorD);
 and #2 o1(Out1,A, n_IorD),
		o2(Out2,B, IorD);
 or #2 o3(Out,Out1,Out2);
endmodule: mux 
module muxRegA(output logic [31:0] Out,
			 input logic [31:0] A, B, 
			 input logic IorD);
mux func0(Out[0],A[0],B[0],IorD);
mux func1(Out[1],A[1],B[1],IorD);
mux func2(Out[2],A[2],B[2],IorD);
mux func3(Out[3],A[3],B[3],IorD);
mux func4(Out[4],A[4],B[4],IorD);
mux func5(Out[5],A[5],B[5],IorD);
mux func6(Out[6],A[6],B[6],IorD);
mux func7(Out[7],A[7],B[7],IorD);
mux func8(Out[8],A[8],B[8],IorD);
mux func9(Out[9],A[9],B[9],IorD);
mux func10(Out[10],A[10],B[10],IorD);
mux func11(Out[11],A[11],B[11],IorD);
mux func12(Out[12],A[12],B[12],IorD);
mux func13(Out[13],A[13],B[13],IorD);
mux func14(Out[14],A[14],B[14],IorD);
mux func15(Out[15],A[15],B[15],IorD);
mux func16(Out[16],A[16],B[16],IorD);
mux func17(Out[17],A[17],B[17],IorD);
mux func18(Out[18],A[18],B[18],IorD);
mux func19(Out[19],A[19],B[19],IorD);
mux func20(Out[20],A[20],B[20],IorD);
mux func21(Out[21],A[21],B[21],IorD);
mux func22(Out[22],A[22],B[22],IorD);
mux func23(Out[23],A[23],B[23],IorD);
mux func24(Out[24],A[24],B[24],IorD);
mux func25(Out[25],A[25],B[25],IorD);
mux func26(Out[26],A[26],B[26],IorD);
mux func27(Out[27],A[27],B[27],IorD);
mux func28(Out[28],A[28],B[28],IorD);
mux func29(Out[29],A[29],B[29],IorD);
mux func30(Out[30],A[30],B[30],IorD);
mux func31(Out[31],A[31],B[31],IorD);
endmodule:muxRegA
==> ./run.sh <==
#!/bin/bash
# OpenROAD 26Q1-2900-gdf79404cd8, Yosys 0.63+post, stock flow scripts
make -C /OpenROAD-flow-scripts/flow DESIGN_CONFIG=/design/flow/config.mk WORK_HOME=/design/flow/orfs finish
==> ./config.mk <==
export PLATFORM = sky130hd
export DESIGN_NAME = muxRegA
export DESIGN_NICKNAME = muxRegA
export VERILOG_FILES = /design/flow/design.v
export SDC_FILE = /design/flow/constraint.sdc
export NUM_CORES = 4
export LEC_CHECK = 1
export CORE_AREA = 10 10 70 70
export DIE_AREA = 0 0 80 80
==> ./constraint.sdc <==
current_design muxRegA

set clk_period 1.0
set clk_io_pct 0.2

create_clock -name clk0 -period $clk_period

set non_clock_inputs [all_inputs -no_clocks]
set_input_delay [expr $clk_period * $clk_io_pct] -clock clk0 $non_clock_inputs
set_output_delay [expr $clk_period * $clk_io_pct] -clock clk0 [all_outputs]
==> summary.txt <==
Summary of the current implementation state.

- Once detailed placement completed, the half-perimeter wirelength came to 2.46 mm.
- The termination of the worst setup path is Out[11], for reference.
- The first-pass detailed-route iteration total is 2, for reference.
- Walking the critical path from launch to capture passes 5 cell instances.
- Checking max transition, the worst relative margin is 94.0%.
- The count of yosys warnings during synthesis is 3, for reference.
- Per the log, the first TritonRoute iteration ended with a DRC count of 4.
- The maximum number of pins on one net before global-route repair is 11, for reference.
- The timing startpoint of the critical path is IorD, for reference.
- The average cell area after synthesis is 11.5 um^2, for reference.
- The top-level port count is 97, for reference.
- Max-cap violations in this run came to 0.
- The number of warnings the tools reported is 35, for reference.
- The synthesized netlist has a Yosys-reported chip area of 785 um^2.
- The per-cell via count in the routed design is 3.74, for reference.
- The post-detailed-route count of antenna-violating nets is 0, for reference.
- The category of the worst setup path capture point is an output pin, for reference.
- Looking at the critical path, the single cell with the biggest stage delay is sky130_fd_sc_hd__mux2_4.
- The count of pins over their slew limit is 0, for reference.
- In the finished design, the share of the clock period the worst path needs comes to 117%.
- The quantity of hold-fixing buffers added after cts is 0, for reference.
- Checking hold timing, the worst path is listed with class in2out.
- The total buffers and inverters traversed by the critical path is 4, for reference.
- The sequential standard cell area is 0 um^2, for reference.
- The overall power of the completed layout is between 500 and 600 uW, for reference.
- The placeable core region is about 0.0034 mm^2, for reference.
- The slew at the pin closest to its max-slew limit is between 0.09 and 0.1 ns, for reference.
- In the post-route analysis, the smallest setup slack over all paths is -0.175 ns.
- The detailed router reported a total wirelength of 2.79 mm.
- The placer's final routability congestion estimate is 0.767, for reference.
- The die span in y is around 80 um, for reference.
- The post-synthesis instance area is 785 um^2, for reference.
- The sequential area share after synthesis is 0%, for reference.
- The power density over the cells is about 380 mW/mm^2, for reference.
- The finished cells cover 0.00154 mm^2.
- The cell count after synthesis is a little under 70, for reference.
- Ranked by total cell area, the synthesized netlist is headed by sky130_fd_sc_hd__mux2_4, sky130_fd_sc_hd__buf_4, sky130_fd_sc_hd__buf_12, sky130_fd_sc_hd__mux2_2, sky130_fd_sc_hd__buf_6.
- Clock buffers in the final layout number 0.
- The cell family contributing the most delay on the critical path is buffers and inverters, for reference.
- The arrival time at the worst endpoint is 0.97 ns, for reference.
- For the finished layout, the period the worst path requires is 1.17 ns.
- The maximum ir drop on the vdd rail is 0.174 mV, for reference.
- The number of inserted diodes is 0, for reference.
- By count the netlist is led by sky130_fd_sc_hd__buf_4, sky130_fd_sc_hd__mux2_4, sky130_fd_sc_hd__buf_12, sky130_fd_sc_hd__mux2_2, sky130_fd_sc_hd__buf_6.
- There are 0 flip-flops and latches.
- Port buffering added slightly below 100 buffers.
- The global-route wire length before repair is between 4 and 5 mm, for reference.
- The largest fanout of any net on the critical path is 7, for reference.
- Per the final timing report, the hold violations number 0.
- The leftover overflow at the end of global routing is 0, for reference.
- Total global-route track usage over all layers is 7.78%.
- Per the final layout report, the fraction of cells sized above drive strength 1 comes to 53.6%.
- The final setup violation count is 32, for reference.
- The number of design rule violations left after detail routing is 0, for reference.
- By instance count, the cell type seen most on the critical path is sky130_fd_sc_hd__buf_12.
- For this sky-water flow run, the detailed-routed wirelength per cell is reported as 15.1 um.
- Yosys instantiated no cell more often than sky130_fd_sc_hd__buf_4.
- The number of antenna violations at the first check in global routing came to 0.
- The run finished, with violations left.
- In this run the cell area measured after placement is 0.00154 mm^2.
- Per STA, the worst path is made up of buf_12, buf_12, buf_8, mux2_4, buf_6.
- The synth_stat.txt file lists the number of cells as 68.
- The highest clock frequency the design can meet is 0.851 GHz, for reference.
- The layout-stage area growth over the synthesis result is 95.9%, for reference.
- The total via count after detailed routing is 689, for reference.
- The report lists the number of standard-cell rows as 21.
- Counting distinct cell types in the post-synthesis netlist gives 5.
- The horizontal die dimension reported for this design is ~80 um.
- The area fraction of the dominant cell type after synthesis is 57.4%, for reference.
- The critical path startpoint category is a primary input, for reference.
- The worst path required time is 0.80 ns, for reference.
- The number of global-route vias before repair is ~760, for reference.
- Setup repair after global routing could not meet its margin everywhere.
- For this configuration, the core starts out at a cell density of between 20% and 30%.
- The critical path class is in2out, for reference.
- The largest total area in the synthesized netlist belongs to sky130_fd_sc_hd__mux2_4.
- The delay contributed by the slowest stage of the critical path is between 0.2 and 0.3 ns, for reference.
- The final reports fail on setup timing.
- The full die area is 0.00640 mm^2, for reference.
- The static power due to leakage is 0.869 nW, for reference.
## stage by stage
step | TNS (ns) | worst slack (ns) | instances | hold slack (ns) | utilization [%]
finish | -3.19 | -0.175 | 184 | 0.696 | 45.0
global route | -3.87 | -0.201 | 184 | 0.712 | 45.0
CTS | -3.54 | -0.181 | 183 | 0.799 | 42.7
detailed placement | -15.36 | -0.492 | 177 | 1.31 | 45.0
global placement | -15.22 | -0.489 | 177 | 1.31 | 45.0
floorplan | -1.45 | -0.0482 | 68 | 0.591 | -
## kinds of logic (layout without fill, tap and decap cells)
group / count (synthesis) / count (layout) / share of synthesized area, %
multiplexers: 32 / 32 / 60.3
buffers and inverters: 36 / 106 / 39.7
## layer usage
layer | vias to the layer above | global-route usage [%] | part of all wire, %
met5 | - | 0 | 0
met4 | 0 | 0 | 0
met3 | 0 | 2.50 | 10
met2 | 43 | 14.6 | 51
met1 | 304 | 8.77 | 39
li1 | 342 | - | -
## worst min-delay path: cells and delay by family
kind / cells / cell delay [ns]
buffers and inverters: 2 / 0.16
multiplexers: 1 / 0.13
## power breakdown
group / total (mW) / internal (mW) / switching [mW]
registers: 0 / 0 / 0
logic: 0.590 / 0.463 / 0.126
clock network: 0 / 0 / 0
## worst min-delay path by stage
stage	startpoint	to	slack, ns	cells past startpoint
after CTS	A[21]	Out[21]	0.80	3
after global routing	B[6]	Out[6]	0.71	3
final	B[5]	Out[5]	0.70	3
## cell usage in the layout, fill, tap and decap left out, drive strengths merged
master and n:
dlygate4sd2 44, dlymetal6s2s 8, buf 42, clkdlybuf4s50 12, mux2 32
## cell type report
cell class | instances | area [um^2]
fill | 347 | 1880
timing repair buffer | 106 | 1010
multi-input combinational | 32 | 473
tap | 46 | 57.6
## repair_timing
action / in CTS / in global routing
hold endpoints to repair: 0 / 0
gates resized: 155 / 16
setup buffers: 5 / 1
cloned: 1 / 0
endpoints found under the setup margin: 32 / 32
No activity file was given, so power comes from the tool's default toggle rates.
