File: ./run.sh
#!/bin/bash
# OpenROAD 26Q1-2900-gdf79404cd8, Yosys 0.63+post, stock flow scripts
make -C /OpenROAD-flow-scripts/flow DESIGN_CONFIG=/design/flow/config.mk WORK_HOME=/design/flow/orfs finish
File: ./constraint.sdc
current_design muxPC

set clk_period 1.0
set clk_io_pct 0.2

create_clock -name clk0 -period $clk_period

set non_clock_inputs [all_inputs -no_clocks]
set_input_delay [expr $clk_period * $clk_io_pct] -clock clk0 $non_clock_inputs
set_output_delay [expr $clk_period * $clk_io_pct] -clock clk0 [all_outputs]
File: ./design.v
module muxPC(output logic [31:0] Out,
			 input logic [31:0] A, B, 
			 input logic IorD);
mux func0(Out[0],A[0],B[0],IorD);
mux func1(Out[1],A[1],B[1],IorD);
mux func2(Out[2],A[2],B[2],IorD);
mux func3(Out[3],A[3],B[3],IorD);
mux func4(Out[4],A[4],B[4],IorD);
mux func5(Out[5],A[5],B[5],IorD);
mux func6(Out[6],A[6],B[6],IorD);
mux func7(Out[7],A[7],B[7],IorD);
mux func8(Out[8],A[8],B[8],IorD);
mux func9(Out[9],A[9],B[9],IorD);
mux func10(Out[10],A[10],B[10],IorD);
mux func11(Out[11],A[11],B[11],IorD);
mux func12(Out[12],A[12],B[12],IorD);
mux func13(Out[13],A[13],B[13],IorD);
mux func14(Out[14],A[14],B[14],IorD);
mux func15(Out[15],A[15],B[15],IorD);
mux func16(Out[16],A[16],B[16],IorD);
mux func17(Out[17],A[17],B[17],IorD);
mux func18(Out[18],A[18],B[18],IorD);
mux func19(Out[19],A[19],B[19],IorD);
mux func20(Out[20],A[20],B[20],IorD);
mux func21(Out[21],A[21],B[21],IorD);
mux func22(Out[22],A[22],B[22],IorD);
mux func23(Out[23],A[23],B[23],IorD);
mux func24(Out[24],A[24],B[24],IorD);
mux func25(Out[25],A[25],B[25],IorD);
mux func26(Out[26],A[26],B[26],IorD);
mux func27(Out[27],A[27],B[27],IorD);
mux func28(Out[28],A[28],B[28],IorD);
mux func29(Out[29],A[29],B[29],IorD);
mux func30(Out[30],A[30],B[30],IorD);
mux func31(Out[31],A[31],B[31],IorD);
endmodule:muxPC
module mux
(output logic Out,
 input logic A, B, IorD);
 not #2 o4(n_IorD,IorD);
 and #2 o1(Out1,A, n_IorD),
		o2(Out2,B, IorD);
 or #2 o3(Out,Out1,Out2);
endmodule: mux 
File: ./config.mk
export PLATFORM = sky130hd
export DESIGN_NAME = muxPC
export DESIGN_NICKNAME = muxPC
export VERILOG_FILES = /design/flow/design.v
export SDC_FILE = /design/flow/constraint.sdc
export NUM_CORES = 4
export LEC_CHECK = 1
export CORE_AREA = 10 10 70 70
export DIE_AREA = 0 0 80 80
==> out/metrics.cfg <==
[floorplanning]
fp.dieW_microns=80
row_count=21
dieArea_sq_um=6400
die_h_microns=80
fp_util_pct=22.97
core_sq_um=3416
io_pins=97

[final_layout]
fill_cells=347
final_core_util_pct=44.98
final_cells=184
flops=0
logic_area_sq_um=473.0
ff_latch_area_sq_um=0
nClkBuffers=0
layout-drive-gt1-share_pct=53.62
syn2layout_area_growth_pct=95.85

[critical_path]
worst_ep_arrival_time_ps=970
path_class=primary input to primary output
cp_max_fo=7
critical-path-slowest-cell=mux2_4
cp-start-kind=primary input
critPathRequiredTime_ps=800
path_cells=buf_12, buf_12, buf_8, mux2_4, buf_6
endpoint_kind=primary output
cp_common_cell=buf_12
slowest_delay_ps=290

[logic_synthesis]
yosysChipArea_sq_um=784.5
ys_cells=68
syn-instance-count=68
synth.distinct_cells=5
top_area_share_pct=57.42
synth_warnings=3
area_leaders=mux2_4 (57%), buf_4 (31%), buf_12 (7.7%), mux2_2 (2.9%), buf_6 (1.4%)
top_area_cell=mux2_4
syn_area_per_cell_sq_um=11.54
ys_seq_share_pct=0
syn_area_sq_um=784.5

[route]
drtPass1Iterations=2
vias=689
drc=0
num_antenna_cells=0
routedWlPerCell_microns=15.14
drtAntennaViolNets=0
viasPerCell=3.745
dr.first_iter.drc_count=4
wl_microns=2786

[pwr]
vdd_ir_drop_max_mv=0.1743
p_seq_share_pct=0
powerDensity_nw_per_um2=383.7
p_leak_nw=0.8691
p_comb_share_pct=100.0
switching_share_pct=21.43
power.internal_mw=0.4632
p_sw_mw=0.1263
clkPwrFrac_pct=0

[worst_hold_path]
hold_depth=3
hold_end=Out[5]
min_from=B[5]
hold_class=primary input to primary output

[sta]
rsz0062_at_grt=true
fin_crit_sh_pct=117.5
slew_violations=0
hold_viol=0
finalSetupViolCount=32
fin_ws_ps=-174.6
period_minus_slack_ps=1175
fmax_mhz=851.4
slew_headroom_pct=93.99
worstMarginPinSlew_ps=90.14

[flow_run]
tool_warnings=35
max_cap_viol_count=0

[status]
status=complete, but fails checks
violations=setup timing

[global_routing]
grt_max_degree=11
grt_pass1_vias=764
grt_pass1_wl_microns=4098
grt_overflow=0
grt.total_usage_pct=7.781
antenna_found_initial=0

[clock_tree]
cts_hold_buf=0

[place]
routabilityCongestion=0.7670
post-dp-hpwl_microns=2458
dp_cells=177
io_buffer_count=97

[synthesized netlist by cell type]
cell,count
buf_12,3
buf_4,32
buf_6,1
mux2_2,2
mux2_4,30
[final cells by class]
| type | instances | area share (%) |
|---|---|---|
| tap | 46 | 3.746 |
| multi-input combinational | 32 | 30.78 |
| timing repair buffer | 106 | 65.47 |
[metrics by stage]
| step | hold WS, ps | setup TNS (ps) | worst slack, ps | power, mW | instance area (sq um) |
|---|---|---|---|---|---|
| finish | 696.2 | -3185 | -174.6 | 0.5896 | 1536 |
| global route | 712.2 | -3870 | -201.4 | 0.6338 | 1536 |
| CTS | 798.6 | -3541 | -181.4 | 0.5720 | 1459 |
| detailed placement | 1311 | -15360 | -492.2 | 0.6577 | 1536 |
| global placement | 1313 | -15220 | -488.8 | 0.6520 | 1536 |
| floorplan | 590.6 | -1446 | -48.20 | 0.4134 | 905.9 |
[timing repair]
action / in CTS / in global routing
resized: 155 / 16
endpoints found under the setup margin: 32 / 32
buffers inserted: 5 / 1
pin swaps: 0 / 0
gates cloned: 1 / 0
[cells in the final DEF (no fill, tap or decap), drive strengths merged]
cell type / netlist / routed
buf: 36 / 42
clkdlybuf4s50: 0 / 12
dlymetal6s2s: 0 / 8
dlygate4sd2: 0 / 44
mux2: 32 / 32
[worst max-delay path, delay by kind of cell]
kind | cells | cell delay (ps)
buffers and inverters | 4 | 470
muxes | 1 | 290
[metal layers]
| layer | vias to the layer above | track usage (%) | share of wire [%] |
|---|---|---|---|
| li1 | 342 | - | - |
| met2 | 43 | 14.61 | 51 |
| met4 | 0 | 0 | 0 |
| met5 | - | 0 | 0 |
| met1 | 304 | 8.767 | 39 |
| met3 | 0 | 2.500 | 10 |
[worst max path at each step]
stage	startpoint	slack, ps	endpoint	cells after the start
global route	IorD	-200	Out[28]	5
finish	IorD	-170	Out[11]	5
CTS	IorD	-180	Out[4]	5
[cells by family (layout without fill, tap and decap cells)]
group / Yosys count / count (layout) / share of synthesized area (%)
buf+inv: 36 / 106 / 39.71
mux: 32 / 32 / 60.29
[power by group through the flow]
stage                 combinational (mW)  sequential (mW)  clock, mW
final                              0.590                0          0
after global routing               0.634                0          0
after CTS                          0.572                0          0
No activity file was given, so power comes from the tool's default toggle rates.
